[flow/config.mk]
export PLATFORM = sky130hd
export DESIGN_NAME = alu
export DESIGN_NICKNAME = alu
export VERILOG_FILES = /design/flow/design.v
export SDC_FILE = /design/flow/constraint.sdc
export NUM_CORES = 4
export LEC_CHECK = 1
export CORE_UTILIZATION = 30
[flow/constraint.sdc]
current_design alu

set clk_period 8.6
set clk_io_pct 0.2

create_clock -name clk0 -period $clk_period

set non_clock_inputs [all_inputs -no_clocks]
set_input_delay [expr $clk_period * $clk_io_pct] -clock clk0 $non_clock_inputs
set_output_delay [expr $clk_period * $clk_io_pct] -clock clk0 [all_outputs]
[flow/design.v]
`timescale 1ns / 1ps
module alu(
  input [2:0] op,
  input [15:0] a,
  input [15:0] b,
  output reg [15:0] result
);
  always @* begin
    case (op)
      4'b0000: result = a + b;
      4'b0001: result = a - b;
      4'b0010: result = a & b;
      4'b0011: result = a ^ b;
      4'b0100: result = a << b;
      4'b0101: result = a >> b;
      4'b0110: result = a <= b;
      4'b0111: result = a * b;
    endcase
  end
endmodule
[flow/run.sh]
#!/bin/bash
# OpenROAD 26Q1-2900-gdf79404cd8, Yosys 0.63+post, stock flow scripts
make -C /OpenROAD-flow-scripts/flow DESIGN_CONFIG=/design/flow/config.mk WORK_HOME=/design/flow/orfs finish
==> results.txt <==
Main metrics from the flow reports.

The number of DRC violations after detailed-routing iteration 0 is 700. The start point of the worst min-delay path is b[4]. The leakage power in the latest report is 4.59 nW. The switching share of total power is 50.2%.

The share of synthesized area occupied by flip-flops and latches is 0%. The ratio of cells with drive above 1 in the final layout is 25.1%. The average cell area after synthesis is 7.29 µm².

The antenna violation net count after detailed routing is 0. The total routing usage reported by global routing came out at 23.8%. The flow ran to the end, and the final reports show no timing, DRC or antenna violations. The number of antenna violations at the first check in global routing was 0. The count of TritonRoute iterations in the first routing pass is 5. The number of cell rows came out at 57. The initial utilization of the core area, before any placement, comes to 30.7%. The tightest min-delay check is of the primary input to primary output type. The sequential cell count came out at 0.

The sequential cell fraction of total power came out at 0%. The total inserted antenna cells came out at 0. The logs give a warning total of 51. The total via count in the routed design came out at 7754. The warning tally printed by Yosys for this design is 1.

The number of clock buffers in the layout is 0. For the pin with the worst max-slew slack, the measured transition is 1.04 ns. The worst setup path is captured at a primary output. The chip area line of the yosys report came out at 7480 µm². The global placer's final weighted congestion came out at 0.998.

The clock network is responsible for 0% of the overall power. The portion of the clock cycle consumed by the worst path in the final layout came out at 99.0%. The required time of the worst setup path came out at 6.88 ns. The height of the die came out at 160 µm.

Excluding fillers, the count of instances in the completed layout stands at 1490. The wire length of the first global-routing pass came out at 45200 µm. The number of max-cap violations is 0. The arrival time reported for the critical path endpoint came out at 6.79 ns. The count of unique library cells instantiated by Yosys came out at 64. Input and output buffers added on the ports amount to 51. The report lists the power per cell area as 274 nW/µm². After detailed placement, the design holds a cell count of 1470.

The worst setup path is launched from a primary input. The max-slew headroom at the worst pin came out at 30.5%. The total DRC errors in the routed layout is 0.

The netlist area before placement is 7480 µm². The routed wire length per instance came out at 19.6 µm. Recorded from the global router log, the overflow total was 0. The via density per instance came out at 5.20.

The highest ir drop seen on vdd came out at 0.439 mV. The final standard cell utilization of the core is 40.3%. The achievable clock frequency came out at 0.118 GHz. The total cells reported by yosys after synthesis is 1027. The worst hold endpoint is result[12]. Across the whole layout, storage elements account for 0 µm². According to the floorplan report, the die width is 160 µm.

The via count of the first global-routing pass is 7634. The number of max-slew violations in the final report is 0. The gate count after technology mapping came out at 1027. Looking at the critical path, the highest net fanout was 6. The area of the die is 25600 µm². Setup repair after global routing could not meet its margin everywhere. The classification of the worst setup path is primary input to primary output. The net switching power came out at 1.35 mW. The core footprint is 24400 µm². The maximum number of pins on one net before global-route repair is 42. The design internal power came out at 1.34 mW.

The minimum clock period after layout is 8.51 ns. The number of ports placed on the die boundary is 51. The instance count along the most critical hold path is 6. The placed wire-length estimate came out at 23900 µm. The final-report setup violation count came out at 0. The area added between synthesis and finish is 31.4%.

The routed design has 29200 µm of wire. The final number of hold-violating endpoints came out at 0. The power share of the combinational group is 100.0%.
## cells by family (layout without fill, tap and decap cells)
kind of cell,after synthesis,after routing,share of synthesized area (%)
xor+xnor,49,49,5.92
compound gates,229,229,19.7
mux,46,46,7.26
buf+inv,220,359,11.7
simple gates,320,320,19.9
fa+ha+maj,163,163,35.5
## worst max-delay path, stage by stage
cell                       delay, ns
sky130_fd_sc_hd__buf_6          0.09
sky130_fd_sc_hd__buf_8          0.13
sky130_fd_sc_hd__buf_4          0.13
sky130_fd_sc_hd__buf_6          0.11
sky130_fd_sc_hd__and2_4         0.13
sky130_fd_sc_hd__fa_1           0.47
sky130_fd_sc_hd__inv_1          0.05
sky130_fd_sc_hd__fa_1           0.50
sky130_fd_sc_hd__inv_1          0.05
sky130_fd_sc_hd__fa_1           0.45
sky130_fd_sc_hd__fa_1           0.49
sky130_fd_sc_hd__inv_1          0.05
sky130_fd_sc_hd__fa_1           0.45
sky130_fd_sc_hd__fa_2           0.38
sky130_fd_sc_hd__xor2_2         0.19
sky130_fd_sc_hd__xnor2_1        0.16
sky130_fd_sc_hd__xnor2_1        0.15
sky130_fd_sc_hd__xnor2_1        0.15
sky130_fd_sc_hd__xnor3_1        0.28
sky130_fd_sc_hd__xnor2_2        0.15
sky130_fd_sc_hd__a211oi_2       0.25
sky130_fd_sc_hd__a22oi_2        0.11
sky130_fd_sc_hd__buf_2          0.13
## worst max-delay path by stage
stage                 from          to  slack, ns  cells after the start
after CTS             b[5]  result[14]      -0.02                     23
after global routing  b[1]  result[15]      -0.12                     23
final                 b[1]  result[15]       0.09                     23
## stage by stage
step | cell area, µm² | power [mW] | setup slack [ns] | TNS, ns | hold slack [ns]
final | 9830 | 2.70 | 0.0895 | 0 | 4.23
after detailed placement | 9150 | 2.01 | -0.937 | -6.21 | 4.72
after CTS | 9630 | 2.47 | -0.0250 | -0.0449 | 4.27
after global placement | 9150 | 2.01 | -0.925 | -6.14 | 4.72
after global routing | 9830 | 2.95 | -0.123 | -0.256 | 4.24
after floorplan | 7510 | 1.22 | -0.00847 | -0.00847 | 3.62
## layout by cell type, fill, tap and decap left out, types with 19 or more instances in the layout
master and count:
sky130_fd_sc_hd__buf_6 19, sky130_fd_sc_hd__and2_1 26, sky130_fd_sc_hd__a21oi_1 56, sky130_fd_sc_hd__mux2i_1 34
sky130_fd_sc_hd__buf_4 123, sky130_fd_sc_hd__nor2_1 87, sky130_fd_sc_hd__nand2_1 108, sky130_fd_sc_hd__xnor2_1 39
sky130_fd_sc_hd__ha_1 68, sky130_fd_sc_hd__inv_1 140, sky130_fd_sc_hd__fa_1 73, sky130_fd_sc_hd__o21ai_0 54
## layout make-up
| cell class | count | area [µm²] |
|---|---|---|
| Timing Repair Buffer | 201 | 1750 |
| Multi-Input combinational cell | 807 | 7080 |
| Fill cell | 2535 | 14600 |
| Inverter | 158 | 597 |
| Tap cell | 324 | 405 |
## per-layer routing
layer | wire length [µm] | vias to the layer above | GRT usage, %
met5 | 0 | - | 0
met4 | 743 | 0 | 4.89
met3 | 2800 | 33 | 7.04
met2 | 12400 | 343 | 34.3
met1 | 13300 | 3679 | 35.8
li1 | - | 3699 | -
## power by group through the flow
stage / Combinational, mW / Sequential, mW / Clock [mW]
4_1_cts: 2.47 / 0 / 0
5_1_grt: 2.95 / 0 / 0
6_report: 2.70 / 0 / 0
## Yosys cell counts (all sizes together), types with 4 or more instances
cell	count	share of area (%)
a221oi	12	1.4
mux2i	34	4.5
or4	4	0.40
nor2	91	4.6
a31oi	10	0.84
o211ai	7	0.70
a22oi	5	0.50
o21bai	6	0.60
nand2	116	5.9
nor3	22	1.5
fa	82	22
buf	21	1.7
xor2	7	0.82
nand2b	6	0.50
o221ai	5	0.67
and2	40	3.3
xnor2	41	4.8
mux4	6	1.8
o21ai	60	4.0
mux2	6	0.90
o21a	11	1.1
inv	155	7.8
clkbuf	41	2.1
o31ai	7	0.70
a211oi	15	1.6
a21oi	61	4.1
or3	9	0.75
nand3	15	1.0
nor2b	5	0.42
a21o	9	0.90
ha	81	14
## repair_timing
action,CTS,global route
cloned,1,0
pin swaps,73,57
hold buffers,0,0
gates resized,163,81
setup buffers,20,8
endpoints found under the setup margin,9,8
Power figures rest on the tool's default switching activity, not on a simulated workload.
