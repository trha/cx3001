[run.sh]
#!/bin/bash
# OpenROAD 26Q1-2900-gdf79404cd8, Yosys 0.63+post, stock flow scripts
make -C /OpenROAD-flow-scripts/flow DESIGN_CONFIG=/design/flow/config.mk WORK_HOME=/design/flow/orfs finish
[config.mk]
export PLATFORM = sky130hd
export DESIGN_NAME = id_exe_reg
export DESIGN_NICKNAME = id_exe_reg
export VERILOG_FILES = /design/flow/design.v
export SDC_FILE = /design/flow/constraint.sdc
export NUM_CORES = 4
export LEC_CHECK = 1
export CORE_UTILIZATION = 40
[constraint.sdc]
current_design id_exe_reg

set clk_period 1.0
set clk_io_pct 0.2

create_clock -name clk0 -period $clk_period [get_ports {clk}]

set non_clock_inputs [all_inputs -no_clocks]
set_input_delay [expr $clk_period * $clk_io_pct] -clock clk0 $non_clock_inputs
set_output_delay [expr $clk_period * $clk_io_pct] -clock clk0 [all_outputs]
[design.v]
`timescale 1ns / 1ps
module id_exe_reg(
  input clk,
  input rst,
  input [15:0] next_pc,
  input [15:0] imm,
  input [15:0] rdata1,
  input [15:0] rdata2,
  input reg_wen,
  input [3:0] reg_waddr,
  input [15:0] b,
  input [2:0] alu_op,
  input mem_wen,
  input mem_ren,
  input mem_to_reg,
  input branch,
  output reg [15:0] next_pc_out,
  output reg [15:0] imm_out,
  output reg [15:0] rdata1_out,
  output reg [15:0] rdata2_out,
  output reg reg_wen_out,
  output reg [3:0] reg_waddr_out,
  output reg [15:0] b_out,
  output reg [2:0] alu_op_out,
  output reg mem_wen_out,
  output reg mem_ren_out,
  output reg mem_to_reg_out,
  output reg branch_out
);
  always @ (posedge clk) begin
    if (rst) begin
      next_pc_out <= 16'b0;
      imm_out <= 16'b0;
      rdata1_out <= 16'b0;
      rdata2_out <= 16'b0;
      reg_wen_out <= 1'b0;
      reg_waddr_out <= 4'b0;
      b_out <= 16'b0;
      alu_op_out <= 3'b0;
      mem_wen_out <= 1'b0;
      mem_ren_out <= 1'b0;
      mem_to_reg_out <= 1'b0;
      branch_out <= 1'b0;
    end else begin
      next_pc_out <= next_pc;
      imm_out <= imm;
      rdata1_out <= rdata1;
      rdata2_out <= rdata2;
      reg_wen_out <= reg_wen;
      reg_waddr_out <= reg_waddr;
      b_out <= b;
      alu_op_out <= alu_op;
      mem_wen_out <= mem_wen;
      mem_ren_out <= mem_ren;
      mem_to_reg_out <= mem_to_reg;
      branch_out <= branch;
    end
  end
endmodule
==> results_slide.txt <==
Synthesis and Place & Route Summary

Cells and area
  – Gate Area: 576 um2
  – Utilization after layout: 68.7%
  – # fillers: 459
  – Reg area: 1850 um2
  – Post-route cell area: 4110 um2
  – Post-Layout Cell Count: 462
  – Synth-to-Final Area Change: 63.0%
  – Share of cells above drive strength 1: 29.5%

Placed design
  – Gp weighted congestion: a little under 0.8
  – DP Cell Count: 448
  – Detail Placement HPWL: ~4400 um
  – Count of port buffers added during placement: 185
  – Place WS: 0.0234 ns
  – Placed Area: 4410 um2

Floorplan
  – Die Span Y: slightly above 80 um
  – # rows: 28
  – FP Util: 42.1%
  – Io pins: 186
  – Total core area: 5990 um2
  – Area of the die: 6630 um2
  – Die x size: 81.4 um

Detailed routing
  – Residual DRC: 0
  – Routed WL per cell: around 13 um
  – Routed Wire Length: 5890 um
  – Vias per cell: 4.11
  – Antenna Diode Count: 0
  – DRT iter0 DRCs: 22
  – Post-route ant nets: 0
  – DR vias: 1899
  – TritonRoute pass-1 iters: 3

Yosys
  – Dominant cell type by area after synthesis: dfxtp_1
  – Top cells, area: dfxtp_1 (73%), nor2b_1 (23%), buf_6 (4.0%), buf_2 (0.20%)
  – Synth Seq Share: approximately 73%
  – Syn avg cell area: 13.0 um2
  – Yosys warnings: 1
  – Yosys chip area: about 2500 um2
  – EDFF count, synth: 0
  – Synth unique cells: 4
  – Synth Cell Area: 2520 um2
  – Area share of the largest cell type after synthesis: 73.0%
  – Flops after synth: 92
  – Syn Inst Count: a little under 200
  – Ys cells: 194
  – Top FF cell, synth: dfxtp_1
  – Commonest cells in the netlist: dfxtp_1 (92), nor2b_1 (92), buf_6 (9)
  – Synth async-reset ratio: 0%

Critical path
  – Critical path class: reg -> out
  – CP Cell Sequence: buf_2
  – Crit-path slowest cell: dfxtp_2
  – Crit start category: register
  – Worst EP arrival: ~0.76 ns
  – CP peak stage delay: just over 0.3 ns
  – CP Buf/Inv Count: 1
  – Crit Path Max Fanout: 1
  – Crit path DRT: 0.80 ns
  – Cell class contributing the biggest share of worst-path delay: flip-flops
  – Critical Path Sink Type: output port

Power
  – Switching share of power: roughly a fifth
  – Clock share of power: 30.9%
  – Sw power: 1320 uW
  – VDD IR max: 0.000934 V
  – Leakage: between 0.0015 and 0.002 uW
  – Pint: approximately 5300 uW
  – Seq pwr share: ~59%
  – Power Density: 1620 nW/um2
  – Gate power share: a little over a tenth

GRT
  – Global-route wire length before repair: 8440 um
  – GR Overflow Total: 0
  – Gr usage total: 17.6%
  – Pin count of the biggest net entering global routing: 40
  – Vias in the first global route: 1693
  – Initial antenna violation count: 0

Timing
  – RSZ-0062 raised after global routing: true
  – Pins Over Slew Limit: 0
  – FMAX: 1050 MHz
  – Final worst setup slack: roughly 0.043 ns
  – Slew @ Worst Pin: 0.166 ns
  – Min Tclk post-route: about 0.96 ns
  – Slew Limit Headroom: a little under 90%
  – Setup-failing EPs final: 0
  – Final Hold Violating Endpoints: 0
  – Tcrit/Tclk final: 95.7%

CTS
  – # hold bufs at CTS: 0
  – Max Root-Sink Buffers: 2
  – CTS Buf Count: 9
  – CTS tree: yes
  – CTS H-Tree Depth: 3
  – Clk root buf: clkbuf_8
  – Clock-pin slew on the worst setup and hold paths: about 0.080 ns
  – Sink Count: 92

Outcome
  – Status: finished, final reports clean

Run
  – Max Cap Viol: 0
  – OpenROAD warning count: 27

Min path
  – Hold WC Path Type: in -> reg
==> cell usage in the layout (no fill, tap or decap), drive strengths merged <==
| master | Yosys | layout |
|---|---|---|
| nor2b | 92 | 92 |
| clkbuf | 0 | 11 |
| dfxtp | 92 | 92 |
| clkdlybuf4s50 | 0 | 92 |
| clkinv | 0 | 3 |
| buf | 10 | 97 |
==> kinds of logic (layout without fill, tap and decap cells) <==
group / count (synthesis) / count (layout) / synth area share, %
buffers and inverters: 10 / 203 / 4.21
DFF: 92 / 92 / 73.0
and+or+nand+nor: 92 / 92 / 22.8
==> power groups by stage <==
stage	sequential (uW)	clock, uW	combinational [uW]
5_1_grt	3920	2290	775
6_report	3890	2060	704
4_1_cts	3890	2140	718
==> routing by layer <==
layer,up-vias,share of wire [%],track usage [%]
met1,826,36,21.2
met5,-,0,0
met3,12,14,7.89
met4,0,2.2,3.93
met2,107,48,29.2
li1,954,-,-
==> final cells by class <==
cell class                 count  share of cell area [%]
sequential                    92                    44.9
timing repair buffer         189                    35.0
tap                           75                    2.28
multi-input combinational     92                    14.0
clock buffer                  11                    3.44
clock inverter                 3                   0.365
==> registers in the layout, indices dropped and copies added (netlist names) <==
signal / cells
reg_wen_out: 1
imm_out: 16
mem_ren_out: 1
rdata1_out: 16
reg_waddr_out: 4
next_pc_out: 16
b_out: 16
mem_wen_out: 1
branch_out: 1
rdata2_out: 16
mem_to_reg_out: 1
alu_op_out: 3
==> metrics by stage <==
stage	power [uW]	hold WS, ns	setup TNS [ns]
5_1_grt	6980	0.293	-0.0136
2_1_floorplan	4130	0.328	0
3_3_place_gp	4870	0.653	0
3_5_place_dp	4880	0.655	0
4_1_cts	6750	0.286	0
6_report	6650	0.299	0
==> worst paths after layout <==
check,start,to,depth (start not counted)
worst min-delay path,rst,reg_waddr_out[1],3
worst max-delay path,rdata1_out[5],rdata1_out[5],1
==> repair_timing <==
| action | in CTS | in global routing |
|---|---|---|
| gates resized | 283 | 3 |
| buffers inserted | 0 | 0 |
| setup endpoints to repair | 92 | 5 |
Power is estimated from default activity; no workload was simulated.
