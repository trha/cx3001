## /design/flow/config.mk

```make
export PLATFORM = sky130hd
export DESIGN_NAME = exe_mem_reg
export DESIGN_NICKNAME = exe_mem_reg
export VERILOG_FILES = /design/flow/design.v
export SDC_FILE = /design/flow/constraint.sdc
export NUM_CORES = 4
export LEC_CHECK = 1
export CORE_AREA = 10 10 97 97
export DIE_AREA = 0 0 107 107
```

## /design/flow/constraint.sdc

```tcl
current_design exe_mem_reg

set clk_period 1.0
set clk_io_pct 0.2

create_clock -name clk0 -period $clk_period [get_ports {clk}]

set non_clock_inputs [all_inputs -no_clocks]
set_input_delay [expr $clk_period * $clk_io_pct] -clock clk0 $non_clock_inputs
set_output_delay [expr $clk_period * $clk_io_pct] -clock clk0 [all_outputs]
```

## /design/flow/design.v

```verilog
`timescale 1ns / 1ps
module exe_mem_reg(
  input clk,
  input rst,
  input [15:0] alu_result,
  input [15:0] rdata2,
  input mem_to_reg,
  input reg_wen,
  input [3:0] reg_waddr,
  output reg [15:0] alu_result_out,
  output reg [15:0] rdata2_out,
  output reg mem_to_reg_out,
  output reg reg_wen_out,
  output reg [3:0] reg_waddr_out
);
  always @(posedge clk) begin
    if (rst) begin
      alu_result_out <= 16'b0;
      rdata2_out <= 16'b0;
      mem_to_reg_out <= 1'b0;
      reg_wen_out <= 1'b0;
      reg_waddr_out <= 4'b0;
    end else begin
      alu_result_out <= alu_result;
      rdata2_out <= rdata2;
      mem_to_reg_out <= mem_to_reg;
      reg_wen_out <= reg_wen;
      reg_waddr_out <= reg_waddr;
    end
  end
endmodule
```

## /design/flow/run.sh

```bash
#!/bin/bash
# OpenROAD 26Q1-2900-gdf79404cd8, Yosys 0.63+post, stock flow scripts
make -C /OpenROAD-flow-scripts/flow DESIGN_CONFIG=/design/flow/config.mk WORK_HOME=/design/flow/orfs finish
```

==> CHANGELOG.md <==
## Implementation

- Area leader, netlist: dfxtp_1
- First-pass GRT wire length: 4930 µm
- Period utilization: 0.957
- Critical Path, Cell by Cell: clkdlybuf4s15_1
- Count leader, synth: dfxtp_1
- CP endpoint kind: primary output
- Setup TNS: 0 ns
- Compound Share, Synth: 0
- Final setup fails: 0
- Post-Layout Cell Count: 264
- Chip Area, Yosys: 1210 µm²
- CTS max path bufs: 2
- Clock tree from TritonCTS: built
- Number of buffers created by CTS: 5
- Final min period: 0.957 ns
- Post-synth EDFFs: 0
- Max frequency: 1040 MHz
- Hold path depth: 3
- Avg Cell Area, Syn: 15.2 µm²
- Syn Inst Count: 80
- Dpl cells: 256
- Initial DRT Pass Iterations: 4
- Final hold vios: 0
- Clk sinks: 38
- WS Path Type: reg -> out
- Mux share: 0
- Prevailing post-synth register cell: dfxtp_1
- Worst VDD drop: 0.457 mV
- WL/cell: 12.2 µm
- Core box area: 7290 µm²
- Global-route usage over all layers: 0.0539
- Area fraction in xor and xnor cells: 0
- Clock slew at reported path FFs: 0.08 ns
- Top area cell types: dfxtp_1, nor2b_4, nor2b_1
- Worst hold path endpoint: alu_result_out[7]
- Synth logic family: simple AND/OR/NAND/NOR gates
- Slew at the pin closest to its max-slew limit: 0.218 ns
- Critical path arrival: 0.76 ns
- Starting Density: 0.166
- Die footprint: 11400 µm²
- Post-synth top cells: dfxtp_1, nor2b_4, nor2b_1
- Antenna Diode Count: 0
- Pwr dens: 1600 nW/µm²
- RSZ-0062 raised after global routing: no
- Synth Area in Adders: 0
- Pre-CTS setup slack: 0.0119 ns
- Synth async-reset ratio: 0
- Vias in the first global route: 834
- Root Driver: clkbuf_8
- Crit path launch type: register
- Req. time, crit path: 0.80 ns
- Crit path max fanout: 1
- Die X: 107 µm
- Vias per std cell: 3.12
- Status: finished clean
- Yosys reg bits: 38
- Synthesis-to-finish area growth: 69.2%
- Tool Warnings: 25
- Initial DRC count: 49
- Setup ws final: 0.0427 ns
- DRT antenna net count: 0
- Die Y: 107 µm
- Slew Viols, Final: 0
- CP max-delay cell: dfxtp_2
- Hold Crit Class: in -> reg
- Delay-heaviest family, CP: flip-flops
- AND/OR/NAND/NOR Cells, Area Fraction: 0.326
- DRC: 0
- Row count: 31
- Mapped Area: 1210 µm²
- Global route overflow: 0
- Crit path largest cell delay: 0.32 ns
- Seq/Total Area, Yosys: 0.627
- Leak: 0.933 nW
- Slew headroom: 0.855
- Final Routed Wirelength: 3220 µm
- GP Congestion: 0.690
- Distinct lib cells: 7
- Yosys warns: 1
- Vias: 824
- Hold buffer count at CTS: 0
- Max H-tree Level: 2
- Yosys cell count: 80
- I/O Buffers: 77
- Hold Crit Start: rst
- Max cap viols: 0
- DP HPWL: 2590 µm
- Buf/Inv on CP: 1
- Share of post-route cells with drive strength above 1: 0.497
- IO Pins: 78
- Largest net degree at the start of global routing: 18
- Initial antenna violation count: 0
- Area leader share: 0.627
## tightest hold or removal path, cell delays in order
cell and delay [ns]:
buf_2 0.11, buf_12 0.18, nor2b_4 0.05
## layout by cell type (no fill, tap or decap), drive strengths merged
master         instances
nor2b                 32
and2b                  6
clkbuf                33
clkdlybuf4s50         38
dfxtp                 38
buf                   12
clkinv                 2
clkdlybuf4s15          3
bufinv                 1
## through the flow
stage | hold WS (ns) | area (µm²) | util | total power, W
floorplan | 0.325 | 1210 | - | 0.00178
global placement | 0.607 | 2100 | 0.288 | 0.00211
detailed placement | 0.612 | 2100 | 0.288 | 0.00211
CTS | 0.294 | 2180 | 0.299 | 0.00340
global route | 0.304 | 2050 | 0.281 | 0.00347
finish | 0.297 | 2050 | 0.281 | 0.00328
## cell type report
class,count,area (µm²)
flip-flops and latches,38,778
well taps,99,124
fillers,765,5240
clock buffers,5,68.8
clock inverters,3,40.0
repair buffers,81,646
multi-input cells,38,395
## timing repair
action,4_1_cts,5_1_grt
gates resized,90,38
endpoints found under the setup margin,38,30
setup buffers,0,0
## cells by family after synthesis
| group | count (synthesis) |
|---|---|
| simple gates | 38 |
| flops | 38 |
| buf+inv | 4 |
## registers in the layout, summed over array words and instances (netlist names)
| name | count |
|---|---|
| reg_waddr_out | 4 |
| alu_result_out | 16 |
| reg_wen_out | 1 |
| rdata2_out | 16 |
| mem_to_reg_out | 1 |
## worst max-delay path by stage
stage                 startpoint                  to  slack, ns  depth (start not counted)
CTS                rdata2_out[4]       rdata2_out[4]      0.002                          1
global route  alu_result_out[11]  alu_result_out[11]    0.00005                          1
finish          reg_waddr_out[2]    reg_waddr_out[2]       0.04                          1
## metal layers
| layer | vias to the layer above | routed length, µm | track usage |
|---|---|---|---|
| li1 | 403 | - | - |
| met1 | 368 | 1420 | 0.0715 |
| met4 | 0 | 83 | 0.0126 |
| met5 | - | 0 | 0 |
| met2 | 48 | 1370 | 0.0795 |
| met3 | 5 | 343 | 0.0237 |
## power by group
part           switching [W]  internal (W)  leakage (nW)
Sequential         0.0000182       0.00160         0.320
Clock               0.000544      0.000734        0.0579
Combinational      0.0000972      0.000285         0.554
Total               0.000659       0.00262         0.933
Power and IR drop assume default switching activity.
